--- flow/config.mk ---
export PLATFORM = sky130hd
export DESIGN_NAME = register_file
export DESIGN_NICKNAME = register_file
export VERILOG_FILES = /design/flow/design.v
export SDC_FILE = /design/flow/constraint.sdc
export NUM_CORES = 4
export LEC_CHECK = 1
export CORE_UTILIZATION = 30
--- flow/constraint.sdc ---
current_design register_file

set clk_period 3.8
set clk_io_pct 0.2

create_clock -name clk0 -period $clk_period [get_ports {Clock}]

set non_clock_inputs [all_inputs -no_clocks]
set_input_delay [expr $clk_period * $clk_io_pct] -clock clk0 $non_clock_inputs
set_output_delay [expr $clk_period * $clk_io_pct] -clock clk0 [all_outputs]
--- flow/design.v ---
package ALU_REGFILE_Defs;
parameter REGFILE_SIZE = 32;
parameter REGFILE_WIDTH = 16;
parameter REGFILE_ADDR_WIDTH = 5;
parameter ALU_INPUT_WIDTH = 8;
parameter ALU_OUTPUT_WIDTH = 9;
typedef enum logic[2:0] {
	ADD_OP = 0,
	SUB_OP = 1,
	SUBA_OP = 2,
	ORAB_OP = 3,
	ANDAB_OP = 4,
	NOTAB_OP = 5,
	EXOR_OP = 6,
	EXNOR_OP = 7
} aluop_t;
endpackage
import ALU_REGFILE_Defs::*;
module register_file (
		output logic [REGFILE_WIDTH-1:0]		Data_Out_1, Data_Out_2,		 
		input  logic [REGFILE_WIDTH-1:0]		Data_In,					 
		input  logic [REGFILE_ADDR_WIDTH-1:0]	Read_Addr_1, Read_Addr_2,	 
		input  logic [REGFILE_ADDR_WIDTH-1:0]	Write_Addr,					 
		input  logic							Write_enable,				 
		input  logic							Clock						 
);
logic [REGFILE_WIDTH-1:0]	regfile[REGFILE_SIZE];
assign Data_Out_1 = regfile[Read_Addr_1];
assign Data_Out_2 = regfile[Read_Addr_2];
always_ff @(posedge Clock) begin
	if (Write_enable == 1'b1) begin
		regfile[Write_Addr] = Data_In;
	end
end
endmodule
--- flow/run.sh ---
#!/bin/bash
# OpenROAD 26Q1-2900-gdf79404cd8, Yosys 0.63+post, stock flow scripts
make -C /OpenROAD-flow-scripts/flow DESIGN_CONFIG=/design/flow/config.mk WORK_HOME=/design/flow/orfs finish
==> out/metrics.cfg <==
[synth]
ys_top_cells_by_area = edfxtp_1 62%, mux2i_1 21%, a22oi_1 3.9%
top_logic_kind = multiplexers
syn_area_per_cell_um2 = 14.6
synthCells = 1696
synth_flop_count = 512
synth_cell_types = 26
top_cell_area_share_pct = 62.0
ys_sh_adder_pct = 0
synth_seq_share_pct = 62.0
simple_gate_share_pct = 4.94
mux_share_pct = 20.7
synth-compound-area-share_pct = 8.23
yosysChipArea_um2 = 24800
netlist_area_um2 = 24800
synthXorXnorAreaFrac_pct = 0
ys_warn_count = 1
ys_cells = 1696
netlist.top_cell.by_area = edfxtp_1

[timing]
fin_ws_ns = 0.0546
fin_crit_ns = 3.75
rsz0062_at_grt = no
hold_violations = 0
drv_slew = 0
period_used_pct = 98.6
worstMarginPinSlew_ns = 0.660
tns_ns = 0
holdWs_ns = 1.01
fmax_mhz = 267
setup_viol = 0
relSlewSlack_pct = 55.8

[power]
p_leak_nw = 11.0
netSwitchingPower_w = 0.00289
p_seq_share_pct = 50.1
vdd_ir_drop_max_v = 0.000354
swShare_pct = 22.9
comb_power_share_pct = 10.7
intPower_w = 0.00971
clockPowerShare_pct = 39.1
power_density_nw_per_um2 = 424

[cells_and_area]
largest_reg_flops = 512
fin_cells = 2988
postLayoutCoreUtil_pct = 36.2
n_fill_cell = 7645
regArea_um2 = 15400
area.combinational_um2 = 8610
syn_to_final_growth_pct = 19.7
layout_top_cells = 512 x mux2i_1, 512 x edfxtp_1, 150 x buf_4
drive_gt1_share_pct = 17.5

[place]
dpl.cell_count = 2895
port_buffers = 64
dpl.hpwl_um = 47600
place.gp.congestion = 0.934
post-place-ws_ns = -0.223

[grt]
overflow = 0
grt_pass1_wl_um = 103000
antenna_found_initial = 1
grt_pass1_vias = 16400
grt_use_total_pct = 17.4
grt_max_degree = 34

[floorplanning]
chipArea_um2 = 83800
die_w_um = 289
io_pins = 65
core_util_floorplan_pct = 30.2
die_h_um = 289
core_um2 = 82000
fp-row-count = 105

[critical_path]
path_max_fanout = 13
crit_chain = clkdlybuf4s50_1 -> or2_1 -> buf_12 -> nor3_1 -> a31oi_1 -> buf_4 -> nand3_1 -> clkdlybuf4s50_1
crit_required_ns = 3.04
cp_slowest_cell = clkdlybuf4s50_1
timing.critical_path.mode_cell = clkdlybuf4s50_1
cpLargestDelayFamily = buffers and inverters
cp_slowest_stage_delay_ns = 0.62
start_kind = primary input
criticalPathCategory = in2out
critPathBufInv = 4
cp.arrival_ns = 2.99
cp-end-kind = primary output

[routing]
drt_pass1_iterations = 7
n_antenna_cell = 0
viasPerCell = 5.26
drc = 0
drtIter0Drc = 1016
vias = 15700
wl_per_cell_um = 23.2
wirelength_um = 69300
ant_nets = 0

[clocking]
cts_made_buffers = 50
clk_pin_slew_ns = 0.06
ctsHtreeMaxLevel = 2
clockBufferDepth = 3
post_cts_buffers = 0
root_buffer = clkbuf_16
cts_tree = done
clock-sinks = 512

[flow_run]
tool_warnings = 25
drv_cap = 0

[outcome]
status = finished clean

[hold_path]
min_path_type = in2reg

==> kinds of logic (layout without fill, tap and decap cells) <==
| kind of cell | count (synthesis) | after routing |
|---|---|---|
| buffers and inverters | 133 | 355 |
| multiplexers | 512 | 512 |
| AND/OR/NAND/NOR | 251 | 251 |
| flip-flops | 512 | 512 |
| AND-OR/OR-AND | 288 | 288 |
==> metal layers <==
layer	GRT usage [%]	share of wire (%)
met5	0.568	0.077
met4	4.44	2.9
met3	8.55	11
met2	27.4	47
met1	21.9	39
==> path summary, 6_finish.rpt <==
kind                            from             end  slack [ns]  cells after the start
worst max-delay path  Read_Addr_1[3]  Data_Out_1[15]        0.05                      8
worst min-delay path      Data_In[6]   regfile[5][6]        1.01                      2
==> through the flow <==
step                      power (W)  cell area, µm²
final                        0.0126           29700
after global routing         0.0130           29700
after CTS                    0.0127           29600
after detailed placement    0.00776           27900
after global placement      0.00775           27900
after floorplan             0.00712           24800
==> cells in the mapped netlist <==
cell type / number
nor3_1: 32
a22o_1: 64
nor2_4: 2
clkbuf_1: 19
and2_1: 2
mux2i_1: 512
nand3_1: 66
nand4_1: 32
a21oi_1: 64
buf_1: 2
buf_2: 40
buf_8: 7
nand2_1: 65
nor2b_1: 4
or3_1: 1
nor2_1: 33
nand2b_1: 4
a22oi_1: 128
a31oi_1: 32
nand3b_1: 5
buf_4: 42
buf_12: 8
buf_6: 15
or3b_2: 3
edfxtp_1: 512
or2_1: 2
==> layout make-up <==
cell class / instances / share of cell area (%)
flip-flops and latches: 512 / 51.8
repair buffers: 262 / 9.22
well taps: 1070 / 4.51
clock buffers: 65 / 4.62
multi-input cells: 1051 / 29.0
clock inverters: 28 / 0.877
==> power by group through the flow <==
stage | logic, W | registers, W | clock network, W
global route | 0.00144 | 0.00631 | 0.00522
CTS | 0.00134 | 0.00631 | 0.00502
finish | 0.00135 | 0.00631 | 0.00493
==> repair_timing <==
item | in CTS | in global routing
pin swaps | 2 | 0
hold endpoints to repair | 0 | 0
hold buffers | 0 | 0
resized | 16 | 12
cloned | 0 | 0
endpoints found under the setup margin | 31 | 24
Power and IR drop assume default switching activity.
